--- flow/run.sh ---
#!/bin/bash
# OpenROAD 26Q1-2900-gdf79404cd8, Yosys 0.63+post, stock flow scripts
make -C /OpenROAD-flow-scripts/flow DESIGN_CONFIG=/design/flow/config.mk WORK_HOME=/design/flow/orfs finish
--- flow/config.mk ---
export PLATFORM = sky130hd
export DESIGN_NAME = arbiter_control
export DESIGN_NICKNAME = arbiter_control
export VERILOG_FILES = /design/flow/design.v
export SDC_FILE = /design/flow/constraint.sdc
export NUM_CORES = 4
export LEC_CHECK = 1
export CORE_AREA = 10 10 70 70
export DIE_AREA = 0 0 80 80
--- flow/constraint.sdc ---
current_design arbiter_control

set clk_period 1.0
set clk_io_pct 0.2

create_clock -name clk0 -period $clk_period [get_ports {clk}]

set non_clock_inputs [all_inputs -no_clocks]
set_input_delay [expr $clk_period * $clk_io_pct] -clock clk0 $non_clock_inputs
set_output_delay [expr $clk_period * $clk_io_pct] -clock clk0 [all_outputs]
--- flow/design.v ---
package lc3b_types;
typedef logic [15:0] lc3b_word;
typedef logic  [7:0] lc3b_byte;
typedef logic  [8:0] lc3b_offset9;
typedef logic  [5:0] lc3b_offset6;
typedef logic  [2:0] lc3b_reg;
typedef logic  [2:0] lc3b_nzp;
typedef logic  [1:0] lc3b_mem_wmask;
typedef enum bit [3:0] {
    op_add  = 4'b0001,
    op_and  = 4'b0101,
    op_br   = 4'b0000,
    op_jmp  = 4'b1100,    
    op_jsr  = 4'b0100,    
    op_ldb  = 4'b0010,
    op_ldi  = 4'b1010,
    op_ldr  = 4'b0110,
    op_lea  = 4'b1110,
    op_not  = 4'b1001,
    op_rti  = 4'b1000,
    op_shf  = 4'b1101,
    op_stb  = 4'b0011,
    op_sti  = 4'b1011,
    op_str  = 4'b0111,
    op_trap = 4'b1111
} lc3b_opcode;
typedef enum bit [3:0] {
    alu_add,
    alu_and,
    alu_not,
    alu_pass,
    alu_sll,
    alu_srl,
    alu_sra
} lc3b_aluop;
endpackage : lc3b_types
module arbiter_control
(
    input clk,
    input logic i_mem_read,
	 input logic i_mem_write,
	 input logic d_mem_read,
	 input logic d_mem_write,
	 input logic l2_mem_resp,
	 input logic l2hit,
	 output logic readsignalmux_sel,
	 output logic writesignalmux_sel,
	 output logic memaddressmux_sel,
	 output logic memwdatamux_sel,
	 output logic memrdatademux_sel,
	 output logic byteenablemux_sel,
	 output logic memrespmux_sel
);
enum int unsigned {
    s_idle,
	 s_imiss,
	 s_dmiss,
	 s_bothmiss
} state, next_state;
always_comb
begin : state_actions
	  readsignalmux_sel = 1'b0;
	  writesignalmux_sel = 1'b0;
	  memaddressmux_sel = 1'b0;
	  memwdatamux_sel = 1'b0;
	  memrdatademux_sel = 1'b0;
	  memrespmux_sel = 1'b0;
	  byteenablemux_sel = 1'b0;
     case(state)
			s_idle:begin
			end
			s_imiss:begin
				readsignalmux_sel = 1'b1;
				writesignalmux_sel = 1'b1;
				memaddressmux_sel = 1'b1;
				memwdatamux_sel = 1'b1;
				memrdatademux_sel = 1'b1;
				memrespmux_sel = 1'b1;
				byteenablemux_sel = 1'b1;
			end
			s_dmiss:begin
			end
			s_bothmiss:begin
			end
     default: ;
     endcase 
end
always_comb
begin : next_state_logic
     next_state = state;
     case(state)
        s_idle:begin
				if((i_mem_read || i_mem_write) &&(d_mem_read || d_mem_write))
					next_state = s_bothmiss;
				else if(i_mem_read || i_mem_write)
					next_state = s_imiss;
				else if((d_mem_read || d_mem_write) &(!l2hit))
					next_state = s_dmiss;
				else 
					next_state = s_idle;
			end
			s_imiss:begin
				if((l2_mem_resp == 1 ) && (!(d_mem_read || d_mem_write)))
					next_state = s_idle;
				else if((l2_mem_resp == 1 ) && (d_mem_read || d_mem_write))
					next_state = s_dmiss;
				else 
					next_state = s_imiss;
			end
			s_dmiss:begin
				if(l2_mem_resp == 1)
					next_state = s_idle;
				else
					next_state = s_dmiss;
			end
			s_bothmiss:begin
				if(l2_mem_resp == 1)
					next_state = s_imiss;
				else
					next_state = s_bothmiss;
			end
		   default: 
				next_state = s_idle;
        endcase
end
always_ff @(posedge clk)
begin: next_state_assignment
     begin : next_state_assignment
         state <= next_state;
     end
end
endmodule : arbiter_control
==> impl_metrics.env <==
# source this file to load flow results
export IMPL_status="complete, but fails checks"
export IMPL_violations="setup timing"
export IMPL_grt_pass1_vias=195
export IMPL_finalPower_mw=1.14
export IMPL_dpl_cell_area_um2=325
export IMPL_leakagePower_nw=0.182
export IMPL_antenna_found_initial=0
export IMPL_period_needed_ns=1.17
export IMPL_wl_met1_um=237
export IMPL_top_cells_by_area="buf_4 (27%), dfxtp_1 (24%), o41ai_2 (9.8%)"
export IMPL_openroad_warnings=27
export IMPL_syn_area_um2=165
export IMPL_crit_family="flip-flops"
export IMPL_wl_per_cell_um=7.91
export IMPL_portBuffers=13
export IMPL_fin_util_pct=11.9
export IMPL_routed_via_density=2.23
export IMPL_coreArea_mm2=0.00342
export IMPL_postRouteAntennaNets=0
export IMPL_cts_clk_slew_worst_paths_ns=0.03
export IMPL_arrival_ns=0.97
export IMPL_grt_pass1_wl_um=938
export IMPL_regMostFlops="state"
export IMPL_ys_types=11
export IMPL_fill_cells=391
export IMPL_max_cap_violations=0
export IMPL_syn_to_final_growth_pct=146
export IMPL_crit_chain="nor2b_4 -> buf_6 -> buf_6 -> buf_6"
export IMPL_drtIter0Drc=5
export IMPL_relSlewSlack_pct=84.4
export IMPL_final_cell_area_um2=407
export IMPL_reg_top3="state x2"
export IMPL_ys_cells=17
export IMPL_dr_wl_met3_um=158
export IMPL_rsz0062_at_grt="true"
export IMPL_path_buffers=3
export IMPL_timing_hold_ws_ns=0.315
export IMPL_mi_logic_area_um2=88.8
export IMPL_powerDensity_mw_per_mm2=2810
export IMPL_die_area_mm2=0.00640
export IMPL_syn_area_per_cell_um2=9.72
export IMPL_ys_warn_count=1
export IMPL_dp_cells=72
export IMPL_ios=14
export IMPL_hpwl_um=490
export IMPL_chipHeight_um=80
export IMPL_cts_max_path_buffers=2
export IMPL_dr_total_vias=178
export IMPL_ir_drop_mv=0.487
export IMPL_ctsHoldBuffers=0
export IMPL_setup_viol=8
export IMPL_regArea_um2=41.3
export IMPL_drc=0
export IMPL_die_width_um=80
export IMPL_worst_ep_required_time_ns=0.80
export IMPL_setup_slack_ns=-0.172
export IMPL_drive_gt1_share_pct=67.6
export IMPL_cts_buffers=3
export IMPL_finClkSkew_ns=0.00127
export IMPL_clock_fmax_mhz=853
export IMPL_cp_start_kind="register"
export IMPL_n_antenna_cell=0
export IMPL_place_congestion=0.671
export IMPL_slew_viol_final=0
export IMPL_ys_ff=2
export IMPL_path_common_cell="buf_6"
export IMPL_cts_root_buf="clkbuf_4"
export IMPL_path_class="reg -> out"
export IMPL_cts_sinks=2
export IMPL_netlist_instances=17
export IMPL_initCoreUtil_pct=4.84
export IMPL_synth_seq_share_pct=24.2
export IMPL_grt_ovfl_total=0
export IMPL_clk_latency_ns=0.22
export IMPL_wl_met2_um=236
export IMPL_cpPeakStageDelay_ns=0.31
export IMPL_max_slew_worst_pin_slew_ns=0.234
export IMPL_top_layer="met3"
export IMPL_grt_usage_pct=2.06
export IMPL_largest_reg_flops=2
export IMPL_hold_violations=0
export IMPL_synth_area_yosys_um2=165
export IMPL_hold_path_class="in -> reg"
export IMPL_yosysTopAreaCell="buf_4"
export IMPL_top_cell_area_share_pct=27.3
export IMPL_crit_fanout=3
export IMPL_cts_tree="done"
export IMPL_stdcell_count=80
export IMPL_drt_wl_total_um=633
export IMPL_cp_end_kind="output port"
export IMPL_fin_crit_sh_pct=117
export IMPL_first_pass_iters=2
export IMPL_slowest_stage="dfxtp_2"
export IMPL_grt_max_degree=5
export IMPL_cts_htree_levels=1
export IMPL_num_rows=21
-- metrics by stage --
stage               setup slack (ns)  setup TNS, ns
CTS                           -0.180         -0.906
detailed placement            -0.308          -2.30
global placement              -0.272          -2.05
floorplan                     0.0726              0
finish                        -0.172         -0.838
global route                  -0.230          -1.28
-- cells in the final DEF (no fill, tap or decap), types with 2 or more instances in the layout --
master,instances
buf_4,4
buf_6,8
clkbuf_4,3
clkdlybuf4s50_1,5
nor2b_4,2
-- synth_stat cells, drive strengths merged --
cell type / count
o41ai: 1
a22oi: 1
nor4b: 1
inv: 1
dfxtp: 2
nor2: 1
o21bai: 1
nor2b: 2
buf: 6
nand2b: 1
-- cells by family (layout without fill, tap and decap cells) --
group	after synthesis	after routing	synth area share, %
AOI/OAI and AO/OA	3	3	18.9
buffers and inverters	7	24	29.5
DFF	2	2	24.2
and+or+nand+nor	5	5	27.3
-- final cells by class --
| cell class | instances | share of cell area, % |
|---|---|---|
| sequential | 2 | 10.2 |
| tap | 46 | 14.2 |
| timing repair buffer | 20 | 47.4 |
| inverter | 1 | 0.923 |
| multi-input combinational | 8 | 21.8 |
| clock buffer | 3 | 5.54 |
-- report_power, final --
group          switching (mW)  internal [mW]
combinational           0.217          0.594
sequential             0.0304          0.126
clock                  0.0424          0.132
total                   0.290          0.853
-- timing repair --
item	CTS	global route
buffers inserted	4	2
resized	30	3
cloned	0	0
endpoints found under the setup margin	7	9
pin swaps	1	1
-- worst paths after layout --
kind | to | start | cells past startpoint | slack (ns)
max | memrdatademux_sel | state[0]$_DFF_P_ | 4 | -0.17
min | state[0]$_DFF_P_ | l2_mem_resp | 2 | 0.31
max reg2reg | state[0]$_DFF_P_ | state[0]$_DFF_P_ | 5 | -0.01
min reg2reg | state[0]$_DFF_P_ | state[0]$_DFF_P_ | 3 | 0.59
-- per-layer routing --
metal	vias up	GRT usage [%]
met5	-	0
met4	0	0.352
met3	0	3.07
met2	13	2.49
met1	76	1.92
li1	89	-
