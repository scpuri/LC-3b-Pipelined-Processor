==> /design/flow/design.v <==
package lc3b_types;
typedef logic [15:0] lc3b_word;
typedef logic  [7:0] lc3b_byte;
typedef logic  [8:0] lc3b_offset9;
typedef logic  [5:0] lc3b_offset6;
typedef logic  [2:0] lc3b_reg;
typedef logic  [2:0] lc3b_nzp;
typedef logic  [1:0] lc3b_mem_wmask;
typedef enum bit [3:0] {
    op_add  = 4'b0001,
    op_and  = 4'b0101,
    op_br   = 4'b0000,
    op_jmp  = 4'b1100,    
    op_jsr  = 4'b0100,    
    op_ldb  = 4'b0010,
    op_ldi  = 4'b1010,
    op_ldr  = 4'b0110,
    op_lea  = 4'b1110,
    op_not  = 4'b1001,
    op_rti  = 4'b1000,
    op_shf  = 4'b1101,
    op_stb  = 4'b0011,
    op_sti  = 4'b1011,
    op_str  = 4'b0111,
    op_trap = 4'b1111
} lc3b_opcode;
typedef enum bit [3:0] {
    alu_add,
    alu_and,
    alu_not,
    alu_pass,
    alu_sll,
    alu_srl,
    alu_sra
} lc3b_aluop;
endpackage : lc3b_types
module demux2_1 #(parameter width = 16)
(
	input logic sel,
	input logic [width-1:0] in,
	output logic [width-1:0] outone,
	output logic [width-1:0] outtwo
);
always_comb
begin
	if(sel == 0)
	begin
		outone = in;
		outtwo = 1'b0;
	end
	else
	begin
		outone = 1'b0;
		outtwo = in;
	end
end
endmodule: demux2_1
==> /design/flow/run.sh <==
#!/bin/bash
# OpenROAD 26Q1-2900-gdf79404cd8, Yosys 0.63+post, stock flow scripts
make -C /OpenROAD-flow-scripts/flow DESIGN_CONFIG=/design/flow/config.mk WORK_HOME=/design/flow/orfs finish
==> /design/flow/config.mk <==
export PLATFORM = sky130hd
export DESIGN_NAME = demux2_1
export DESIGN_NICKNAME = demux2_1
export VERILOG_FILES = /design/flow/design.v
export SDC_FILE = /design/flow/constraint.sdc
export NUM_CORES = 4
export LEC_CHECK = 1
export CORE_AREA = 10 10 70 70
export DIE_AREA = 0 0 80 80
==> /design/flow/constraint.sdc <==
current_design demux2_1

set clk_period 1.0
set clk_io_pct 0.2

create_clock -name clk0 -period $clk_period

set non_clock_inputs [all_inputs -no_clocks]
set_input_delay [expr $clk_period * $clk_io_pct] -clock clk0 $non_clock_inputs
set_output_delay [expr $clk_period * $clk_io_pct] -clock clk0 [all_outputs]
==> results_dict.tcl <==
# place-and-route summary
set metrics [dict create \
    portBuffers 49 \
    relSlewSlack 0.940 \
    outcome "finished with violations" \
    whs_ns 0.791 \
    wl_um 1600 \
    slowest_delay_ns 0.17 \
    failed_checks "setup timing" \
    path_cells "buf_12 > buf_16 > buf_6 > and2b_1 > buf_2" \
    fin_area_um2 811 \
    grt_pass1_vias 418 \
    fp-row-count 21 \
    min_from "in[9]" \
    n_antenna_cell 0 \
    flops 0 \
    leakagePower_nw 0.418 \
    ys_seq_frac 0 \
    logic_area_um2 234 \
    grt.total_usage 0.0455 \
    drtAntennaViolNets 0 \
    period_used_share 1.01 \
    synth.mux.area_fraction 0 \
    cp_max_fo 4 \
    hp-class "input port to output pin" \
    arrival_ns 0.81 \
    grt_overflow 0 \
    netlist_area_um2 216 \
    mostFrequentLayoutCells "buf_2, dlygate4sd2_1, nor2b_1, and2_1, clkdlybuf4s15_1" \
    drive_gt1_frac 0.472 \
    slew_viol_final 0 \
    die_w_um 80 \
    maxCapViolCount 0 \
    ys_cells 35 \
    yosys.area_share.aoi 0 \
    worst_slew_pin_slew_ns 0.0900 \
    seq_area_um2 0 \
    xor_share 0 \
    routabilityCongestion 0.764 \
    num_io_pins 49 \
    hold_viol 0 \
    core-area_um2 3420 \
    antenna_found_initial 0 \
    fin_cells 135 \
    cp_data_required_time_ns 0.80 \
    yosysChipArea_um2 216 \
    wl_per_cell_um 11.8 \
    vias 419 \
    clock_buffers 0 \
    power_density_nw_per_um2 332 \
    ys_types 5 \
    crit_start "sel" \
    ys_sh_simple 0.931 \
    syn_inst 35 \
    warning_count 34 \
    drc 0 \
    avgSynthCellArea_um2 6.18 \
    peakVddDrop_mv 0.0602 \
    die_h_um 80 \
    grt_pass1_wl_um 2400 \
    grt_max_degree 8 \
    startpoint_type "input port" \
    drt-vias-per-instance 3.10 \
    endpoint_kind "output pin" \
    drt_iter0_markers 8 \
    rsz0062_at_grt "yes" \
    firstDrtPassIters 4 \
    fillers 376 \
    logic_family "simple AND/OR/NAND/NOR gates" \
    dp.cells 128 \
    setup_viol 1 \
    crit_type "input port to output pin" \
    cp_slowest_cell "and2b_1" \
    timing.critical_path.buf_inv 4 \
    lay_top_count "buf_2" \
    fin_ws_ns -0.0138 \
    synth_warnings 1 \
    adder_share 0 \
    finalWorstPathRequiredPeriod_ns 1.01 \
    areaGrowthSynthToFinish_pct 275 \
    fp_util 0.0634 \
    dpl-instance-area_um2 769 \
    max_freq_mhz 986 \
    die-area_um2 6400 \
    path_delay_family "buffers and inverters" \
]
[power breakdown]
part | internal (mW) | leakage, nW | switching, mW
registers | 0 | 0 | 0
logic | 0.195 | 0.418 | 0.0742
clock network | 0 | 0 | 0
[kinds of logic (layout without fill, tap and decap cells)]
family,count (synthesis),count (layout)
and+or+nand+nor,32,32
buffers and inverters,3,57
[tightest hold or removal path: cells and delay by family]
kind,cells,cell delay (ns)
buffers and inverters,2,0.29
and+or+nand+nor,1,0.11
[layout make-up]
| class | count | area share |
|---|---|---|
| multi-input cells | 32 | 0.289 |
| well taps | 46 | 0.0710 |
| repair buffers | 57 | 0.640 |
[worst paths after layout]
| kind | slack (ns) | endpoint | cells after the start |
|---|---|---|---|
| hold / removal | 0.79 | outtwo[9] | 3 |
| setup / recovery | -0.01 | outone[13] | 5 |
[through the flow]
stage	setup WS, ns	setup TNS [ns]	total power, mW	utilization
6_report	-0.0138	-0.0138	0.269	0.237
4_1_cts	-0.0217	-0.0262	0.262	0.232
2_1_floorplan	0.333	0	0.0455	-
3_5_place_dp	-0.697	-20.96	0.262	0.225
5_1_grt	-0.0389	-0.143	0.297	0.237
3_3_place_gp	-0.676	-20.49	0.259	0.225
[layer usage]
metal	global-route usage	part of all wire
met1	0.0600	0.45
met2	0.0754	0.43
met3	0.0136	0.13
met4	0	0
met5	0	0
[repair_timing]
item                                    4_1_cts  5_1_grt
hold buffers                                  0        0
gates resized                               126       11
buffers inserted                              6        0
endpoints found under the setup margin       32       21
endpoints found under the hold margin         0        0
pin swaps                                     6        1
cloned                                        2        0
[synthesized netlist by cell type]
cell / number / area (µm²)
buf_2: 2 / 10.0
and2b_1: 1 / 7.51
and2_1: 16 / 100
nor2b_1: 15 / 93.8
clkbuf_2: 1 / 5.00
Power is estimated from default activity; no workload was simulated.
